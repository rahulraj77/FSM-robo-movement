$ cat ./run.sh
#!/bin/bash
# OpenROAD 26Q1-2900-gdf79404cd8, Yosys 0.63+post, stock flow scripts
make -C /OpenROAD-flow-scripts/flow DESIGN_CONFIG=/design/flow/config.mk WORK_HOME=/design/flow/orfs finish
$ cat ./config.mk
export PLATFORM = sky130hd
export DESIGN_NAME = robot_fsm
export DESIGN_NICKNAME = robot_fsm
export VERILOG_FILES = /design/flow/design.v
export SDC_FILE = /design/flow/constraint.sdc
export NUM_CORES = 4
export LEC_CHECK = 1
export CORE_AREA = 10 10 70 70
export DIE_AREA = 0 0 80 80
$ cat ./constraint.sdc
current_design robot_fsm

set clk_period 2.8
set clk_io_pct 0.2

create_clock -name clk0 -period $clk_period [get_ports {clk}]

set non_clock_inputs [all_inputs -no_clocks]
set_input_delay [expr $clk_period * $clk_io_pct] -clock clk0 $non_clock_inputs
set_output_delay [expr $clk_period * $clk_io_pct] -clock clk0 [all_outputs]
$ cat ./design.v
module robot_fsm_ctrl (
    input  wire        clk,
    input  wire        rst_n,
    input  wire        move_fwd,
    input  wire        move_bwd,
    input  wire        turn_left,
    input  wire        turn_right,
    input  wire        obstacle,
    input  wire        error,
    input  wire        recover,
    output reg  [2:0]  state
);
localparam  IDLE      = 3'd0,
            FORWARD   = 3'd1,
            BACKWARD  = 3'd2,
            LEFT      = 3'd3,
            RIGHT     = 3'd4,
            STOP      = 3'd5,
            ERROR     = 3'd6,
            RECOVER   = 3'd7;
reg [2:0] next_state;
always @(*) begin
    case (state)
        ERROR: begin
            if (recover)
                next_state = RECOVER;
            else
                next_state = ERROR;
        end
        RECOVER: begin
            if (!error && !obstacle)
                next_state = IDLE;
            else if (error)
                next_state = ERROR;
            else if (obstacle)
                next_state = STOP;
            else
                next_state = RECOVER;
        end
        STOP: begin
            if (error)
                next_state = ERROR;
            else if (recover)
                next_state = RECOVER;
            else if (!obstacle) begin
                if (move_fwd)
                    next_state = FORWARD;
                else if (move_bwd)
                    next_state = BACKWARD;
                else if (turn_left)
                    next_state = LEFT;
                else if (turn_right)
                    next_state = RIGHT;
                else
                    next_state = state;
            end else
                next_state = STOP;
        end
        IDLE: begin
            if (error)
                next_state = ERROR;
            else if (obstacle)
                next_state = STOP;
            else if (move_fwd)
                next_state = FORWARD;
            else if (move_bwd)
                next_state = BACKWARD;
            else if (turn_left)
                next_state = LEFT;
            else if (turn_right)
                next_state = RIGHT;
            else
                next_state = IDLE;
        end
        FORWARD, BACKWARD, LEFT, RIGHT: begin
            if (error)
                next_state = ERROR;
            else if (obstacle)
                next_state = STOP;
            else if (move_fwd)
                next_state = FORWARD;
            else if (move_bwd)
                next_state = BACKWARD;
            else if (turn_left)
                next_state = LEFT;
            else if (turn_right)
                next_state = RIGHT;
            else
                next_state = state;
        end
        default: next_state = IDLE;
    endcase
end
always @(posedge clk or negedge rst_n) begin
    if (!rst_n)
        state <= IDLE;
    else
        state <= next_state;
end
endmodule
module robot_fsm_outputs (
    input  wire [2:0] state,
    output reg        motor_fwd,
    output reg        motor_bwd,
    output reg        motor_left,
    output reg        motor_right,
    output reg        motor_stop
);
localparam  IDLE      = 3'd0,
            FORWARD   = 3'd1,
            BACKWARD  = 3'd2,
            LEFT      = 3'd3,
            RIGHT     = 3'd4,
            STOP      = 3'd5,
            ERROR     = 3'd6,
            RECOVER   = 3'd7;
always @(*) begin
    motor_fwd   = 0;
    motor_bwd   = 0;
    motor_left  = 0;
    motor_right = 0;
    motor_stop  = 0;
    case (state)
        FORWARD:   motor_fwd   = 1;
        BACKWARD:  motor_bwd   = 1;
        LEFT:      motor_left  = 1;
        RIGHT:     motor_right = 1;
        STOP:      motor_stop  = 1;
        ERROR:     motor_stop  = 1;
        default:   motor_stop  = 1;  
    endcase
end
endmodule
module robot_fsm (
    input  wire clk,
    input  wire rst_n,
    input  wire move_fwd,
    input  wire move_bwd,
    input  wire turn_left,
    input  wire turn_right,
    input  wire obstacle,
    input  wire error,
    input  wire recover,
    output wire [2:0] state,
    output wire motor_fwd,
    output wire motor_bwd,
    output wire motor_left,
    output wire motor_right,
    output wire motor_stop
);
    wire [2:0] fsm_state;
    robot_fsm_ctrl u_ctrl (
        .clk(clk),
        .rst_n(rst_n),
        .move_fwd(move_fwd),
        .move_bwd(move_bwd),
        .turn_left(turn_left),
        .turn_right(turn_right),
        .obstacle(obstacle),
        .error(error),
        .recover(recover),
        .state(fsm_state)
    );
    robot_fsm_outputs u_outputs (
        .state(fsm_state),
        .motor_fwd(motor_fwd),
        .motor_bwd(motor_bwd),
        .motor_left(motor_left),
        .motor_right(motor_right),
        .motor_stop(motor_stop)
    );
    assign state = fsm_state;
endmodule
==> results.yml <==
# flow metrics
worst_setup_path:
  critical_path.max_fanout: 11
  cp_slowest_stage_delay_ns: 0.48
  setup.worst_path.class: "reg -> out"
  setup.worst_path.start_class: "flop"
  critical_path.cell_chain: "nand2b_1 > nor2_1 > clkdlybuf4s50_1"
  worstReg2RegEnd: "u_ctrl.state[2]$_DFF_PN0_"
  timing.critical_path.required_ns: 2.24
  setup.worst_path.end_class: "primary output"
  critPathSlowestCell: "dfrtp_1"
  crit_reg_reg_startpoint: "u_ctrl.state[2]$_DFF_PN0_"
  arrival_time_worst_endpoint_ns: 1.59
  r2r_depth: 3
  worst-r2r-setup-slack_ns: 1.52
cells_and_area:
  reg.largest.list: "u_ctrl.state (3)"
  most_flop_heavy_register: "u_ctrl.state"
  combGateArea_um2: 155
  layout.area.seq_um2: 75.1
  flow.area_growth_from_synthesis_pct: 90.1
  largest_register_ff_count: 3
  drive_above_1_share_pct: 10.0
  fillers: 397
timing:
  finalSetupViolCount: 0
  number_of_hold_violations_in_the_final_report: 0
  worst_slew_margin_rel_pct: 77.8
  hold_slack_ns: 0.499
  timing.clock.skew_ns: 0.00470
  layout_worst_path_cycle_share_pct: 76.7
  final_setup_tns_ns: 0
  worst_slew_pin_slew_ns: 0.333
  slew_viol_final: 0
  setup_repair_after_global_routing_missed_its_margin: "no"
  finalCriticalPeriod_ns: 2.15
  clock.fmax_ghz: 0.466
die:
  fp_util_pct: 7.44
  count_of_pins_on_the_block_boundary: 17
  core_area_um2: 3420
  die_width_um: 80
  rows: 21
  die-height_um: 80
  fp.dieArea_um2: 6400
clocking:
  h_tree_levels: 1
  cts.repair.resized: 0
  postCtsSetupBuffers: 0
  numCtsBuffers: 3
  cts_clk_pin_slew_worst_paths_ns: 0.04
  clock_tree.buffer_depth: 2
  clkSinkCount: 3
  cts_tree: "built"
  clk-insertion-delay-late_ns: 0.24
  cts_root_buf: "clkbuf_4"
  number_of_hold_buffers_added_after_cts: 0
drt:
  route.antenna.remaining_nets: 0
  detail_route.drc_violations: 0
  route.antenna.diode_count: 0
  routedWlPerCell_um: 11.2
  num_vias: 327
  postRouteWirelength_um: 1080
  drt_first_iter_violations: 16
  vias_per_cell: 3.41
  detailedRoute.firstPassIterationCount: 4
pwr:
  power.share.sequential_pct: 29.1
  ir_drop_worst_case_vdd_mv: 0.398
  power.net_switching_w: 0.000125
  power_density_nw_per_um2: 716
  power.combinational.fraction_pct: 48.2
  total_leakage_power_nw: 0.166
  power.share.switching_pct: 36.2
  power_report.internal_total_w: 0.000221
  clock_power_share_pct: 22.7
yosys:
  top_cell: "nor2_1"
  yosysWarningCount: 2
  post-synth-top-area-fraction_pct: 29.6
  yosys-stat-area_um2: 254
  synth-cells-yosys: 32
  synthDominantAreaCellType: "dfrtp_1"
  post_synth.cell_area_avg_um2: 7.94
  ys_async_rst_share_pct: 100
  syn-cell-area_um2: 254
  syn_inst: 32
  yosysUniqueCellTypes: 22
  topCellsByArea: "dfrtp_1 30%, a21oi_1 5.9%, buf_4 5.9%, nor2_1 5.9%, nand2b_1 4.9%"
  synth_seq_share_pct: 29.6
  flop_cell: "dfrtp_1"
  yosys_register_bits: 3
  enable_flop_cells: 0
  ys_top_cells_by_count: "4 x nor2_1, 3 x a21oi_1, 3 x dfrtp_1"
status:
  run_status: "finished, final reports clean"
grt:
  pin_count_of_the_biggest_net_entering_global_routing: 13
  grt_first_pass_wirelength_um: 1770
  grt_remaining_overflow: 0
  first_global_vias: 347
  grtUsageTotal_pct: 3.45
  grt_antenna_before_repair: 0
min_path:
  min-delay-path-class: "in -> async"
placement:
  io_buffer_count: 16
  dp.final_hpwl_um: 836
  routabilityCongestion: 0.835
run:
  maxCapViolations: 0
  openroad.warnings: 25
worst max path at each step:
stage / startpoint / end / slack, ns / cells past startpoint
after CTS: u_ctrl.state[0]$_DFF_PN0_ / motor_bwd / 0.65 / 3
after global routing: u_ctrl.state[1]$_DFF_PN0_ / motor_fwd / 0.53 / 3
final: u_ctrl.state[0]$_DFF_PN0_ / motor_bwd / 0.65 / 3
cells in the final DEF, fill, tap and decap left out, types with 2 or more instances in the layout:
| master | Yosys | final |
|---|---|---|
| clkdlybuf4s50_1 | 0 | 16 |
| nor2_1 | 4 | 4 |
| a21oi_1 | 3 | 3 |
| clkbuf_4 | 0 | 3 |
| dfrtp_1 | 3 | 3 |
| nand2b_1 | 2 | 2 |
| nor3_1 | 2 | 2 |
stage by stage:
stage               setup slack (ns)  cells  total power (W)  utilization [%]  cell area (µm²)
floorplan                       1.52     32         0.000178                -              254
global placement               0.939     92         0.000260             13.4              457
detailed placement             0.929     92         0.000264             13.4              457
CTS                            0.645     96         0.000348             14.1              483
global route                   0.529     96         0.000378             14.1              483
finish                         0.652     96         0.000346             14.1              483
power by group through the flow:
stage	Combinational, W	Clock [W]	Sequential (W)
6_report	0.000167	0.0000785	0.000101
4_1_cts	0.000168	0.0000797	0.000100
5_1_grt	0.000183	0.0000862	0.000109
metal layers:
layer | wire length (µm) | vias to the layer above | share of wire, % | track usage (%)
met3 | 185 | 0 | 17 | 2.27
met1 | 663 | 143 | 62 | 5.85
met2 | 229 | 30 | 21 | 3.21
met4 | 0 | 0 | 0 | 0.176
li1 | - | 154 | - | -
met5 | 0 | - | 0 | 0
critical path, delay by kind of cell, from the launching register on:
kind                   cells  cell delay (ns)
buffers and inverters      1             0.48
AND/OR/NAND/NOR            2             0.38
flip-flops                 1             0.48
area by class of cell:
class,count,area share [%]
Tap cell,46,11.9
Inverter,2,1.81
Sequential cell,3,15.5
Multi-Input combinational cell,25,32.1
Timing Repair Buffer,16,33.2
Clock buffer,4,5.44
cells by family (layout without fill, tap and decap cells):
group / count (synthesis) / count (layout) / share of synthesized area [%]
AOI/OAI and AO/OA: 11 / 11 / 30.0
xor gates and xnor gates: 1 / 1 / 3.45
buffers and inverters: 4 / 22 / 9.35
DFF: 3 / 3 / 29.6
muxes: 1 / 1 / 3.94
and+or+nand+nor: 12 / 12 / 23.6
Power and IR drop assume default switching activity.
